[flow/run.sh]
#!/bin/bash
# OpenROAD 26Q1-2900-gdf79404cd8, Yosys 0.63+post, stock flow scripts
make -C /OpenROAD-flow-scripts/flow DESIGN_CONFIG=/design/flow/config.mk WORK_HOME=/design/flow/orfs finish
[flow/config.mk]
export PLATFORM = sky130hd
export DESIGN_NAME = adr_to_arm
export DESIGN_NICKNAME = adr_to_arm
export VERILOG_FILES = /design/flow/design.v
export SDC_FILE = /design/flow/constraint.sdc
export NUM_CORES = 4
export LEC_CHECK = 1
export CORE_UTILIZATION = 40
export SYNTH_MEMORY_MAX_BITS = 65536
[flow/constraint.sdc]
current_design adr_to_arm

set clk_period 8.4
set clk_io_pct 0.2

create_clock -name clk0 -period $clk_period

set non_clock_inputs [all_inputs -no_clocks]
set_input_delay [expr $clk_period * $clk_io_pct] -clock clk0 $non_clock_inputs
set_output_delay [expr $clk_period * $clk_io_pct] -clock clk0 [all_outputs]
[flow/design.v]
module adr_to_arm (output wire [31:0] arm_inst, input [9-1:0] i);
  wire [7-1:0] connector;
  inst_adr_rom a(.data_out(connector), .data_in(i));
  com_rom c(.data_out(arm_inst), .data_in(connector));
endmodule  
module com_rom(input [6:0] data_in, output reg [31:0] data_out);
            always@*
            begin
                case(data_in)
					7'b0000000: data_out <= 3232'h0;
					7'b0000001: data_out <= 3232'hE49D0004;
					7'b0000010: data_out <= 3232'hE52D0004;
					7'b0000011: data_out <= 3232'hE8BD0003;
					7'b0000100: data_out <= 3232'hE92D0003;
					7'b0000101: data_out <= 3232'hE8BD0007;
					7'b0000110: data_out <= 3232'hE92D0007;
					7'b0000111: data_out <= 3232'hE1A02000;
					7'b0001000: data_out <= 3232'hE92D0006;
					7'b0001001: data_out <= 3232'hE8BD000F;
					7'b0001010: data_out <= 3232'hE92D000F;
					7'b0001011: data_out <= 3232'hEE300A40;
					7'b0001100: data_out <= 3232'hED2D0A01;
					7'b0001101: data_out <= 3232'hEEB70A00;
					7'b0001110: data_out <= 3232'hEEB00A00;
					7'b0001111: data_out <= 3232'hEE300B40;
					7'b0010000: data_out <= 3232'hED2D0B02;
					7'b0010001: data_out <= 3232'hEEB70B00;
					7'b0010010: data_out <= 3232'hECBD0A02;
					7'b0010011: data_out <= 3232'hEE800A20;
					7'b0010100: data_out <= 3232'hEE200A20;
					7'b0010101: data_out <= 3232'hEE300A20;
					7'b0010110: data_out <= 3232'hECFD0A01;
					7'b0010111: data_out <= 3232'hE1A00100;
					7'b0011000: data_out <= 3232'hE080000B;
					7'b0011001: data_out <= 3232'hED900A00;
					7'b0011010: data_out <= 3232'hED9B0A00;
					7'b0011011: data_out <= 3232'hED9B0A01;
					7'b0011100: data_out <= 3232'hED9B0A02;
					7'b0011101: data_out <= 3232'hED9B0A03;
					7'b0011110: data_out <= 3232'hEEB40A60;
					7'b0011111: data_out <= 3232'hEEF1FA10;
					7'b0100000: data_out <= 3232'h00400000;
					7'b0100001: data_out <= 3232'h052D0004;
					7'b0100010: data_out <= 3232'hC3A00001;
					7'b0100011: data_out <= 3232'hC52D0004;
					7'b0100100: data_out <= 3232'hB3E00000;
					7'b0100101: data_out <= 3232'hB52D0004;
					7'b0100110: data_out <= 3232'hECBD0B04;
					7'b0100111: data_out <= 3232'hEEB40B41;
					7'b0101000: data_out <= 3232'hECBD0B02;
					7'b0101001: data_out <= 3232'hEEBD0BC0;
					7'b0101010: data_out <= 3232'hEC510B10;
					7'b0101011: data_out <= 3232'hE92D4800;
					7'b0101100: data_out <= 3232'hEBFFFFFE;
					7'b0101101: data_out <= 3232'hE8BD4800;
					7'b0101110: data_out <= 3232'hE92D000C;
					7'b0101111: data_out <= 3232'hECBD0A01;
					7'b0110000: data_out <= 3232'hEEB10A40;
					7'b0110001: data_out <= 3232'hEE801A20;
					7'b0110010: data_out <= 3232'hEEBD1AC1;
					7'b0110011: data_out <= 3232'hEEB81AC1;
					7'b0110100: data_out <= 3232'hEE211A20;
					7'b0110101: data_out <= 3232'hEE300A41;
					7'b0110110: data_out <= 3232'hEEB70AC0;
					7'b0110111: data_out <= 3232'hEEFD0AC0;
					7'b0111000: data_out <= 3232'hED6D0A01;
					7'b0111001: data_out <= 3232'hECBD1B02;
					7'b0111010: data_out <= 3232'hEEB70BC1;
					7'b0111011: data_out <= 3232'hEE300B01;
					7'b0111100: data_out <= 3232'hEE300B41;
					7'b0111101: data_out <= 3232'hE1A01101;
					7'b0111110: data_out <= 3232'hE0800001;
					7'b0111111: data_out <= 3232'hED800A00;
					7'b1000000: data_out <= 3232'hE1A01181;
					7'b1000001: data_out <= 3232'hED900B00;
					7'b1000010: data_out <= 3232'hED800B00;
                    default: data_out = -1;
                endcase
            end
    endmodule
module inst_adr_rom(input [8:0] data_in, output reg [6:0] data_out);
            always@*
            begin
                case(data_in)
					9'b000000000: data_out <= 7'd0;
					9'b000000001: data_out <= 7'd0;
					9'b000000010: data_out <= 7'd0;
					9'b000000011: data_out <= 7'd0;
					9'b000000100: data_out <= 7'd0;
					9'b000000101: data_out <= 7'd0;
					9'b000000110: data_out <= 7'd0;
					9'b000000111: data_out <= 7'd0;
					9'b000001000: data_out <= 7'd0;
					9'b000001001: data_out <= 7'd0;
					9'b000001010: data_out <= 7'd0;
					9'b000001011: data_out <= 7'd11;
					9'b000001100: data_out <= 7'd13;
					9'b000001101: data_out <= 7'd14;
					9'b000001110: data_out <= 7'd15;
					9'b000001111: data_out <= 7'd17;
					9'b000010000: data_out <= 7'd0;
					9'b000010001: data_out <= 7'd0;
					9'b000010010: data_out <= 7'd0;
					9'b000010011: data_out <= 7'd0;
					9'b000010100: data_out <= 7'd0;
					9'b000010101: data_out <= 7'd0;
					9'b000010110: data_out <= 7'd0;
					9'b000010111: data_out <= 7'd1;
					9'b000011000: data_out <= 7'd0;
					9'b000011001: data_out <= 7'd0;
					9'b000011010: data_out <= 7'd0;
					9'b000011011: data_out <= 7'd0;
					9'b000011100: data_out <= 7'd0;
					9'b000011101: data_out <= 7'd0;
					9'b000011110: data_out <= 7'd0;
					9'b000011111: data_out <= 7'd0;
					9'b000100000: data_out <= 7'd0;
					9'b000100001: data_out <= 7'd0;
					9'b000100010: data_out <= 7'd26;
					9'b000100011: data_out <= 7'd27;
					9'b000100100: data_out <= 7'd28;
					9'b000100101: data_out <= 7'd29;
					9'b000100110: data_out <= 7'd0;
					9'b000100111: data_out <= 7'd0;
					9'b000101000: data_out <= 7'd0;
					9'b000101001: data_out <= 7'd0;
					9'b000101010: data_out <= 7'd0;
					9'b000101011: data_out <= 7'd0;
					9'b000101100: data_out <= 7'd0;
					9'b000101101: data_out <= 7'd0;
					9'b000101110: data_out <= 7'd0;
					9'b000101111: data_out <= 7'd0;
					9'b000110000: data_out <= 7'd3;
					9'b000110001: data_out <= 7'd3;
					9'b000110010: data_out <= 7'd0;
					9'b000110011: data_out <= 7'd0;
					9'b000110100: data_out <= 7'd0;
					9'b000110101: data_out <= 7'd0;
					9'b000110110: data_out <= 7'd0;
					9'b000110111: data_out <= 7'd0;
					9'b000111000: data_out <= 7'd0;
					9'b000111001: data_out <= 7'd0;
					9'b000111010: data_out <= 7'd0;
					9'b000111011: data_out <= 7'd0;
					9'b000111100: data_out <= 7'd0;
					9'b000111101: data_out <= 7'd0;
					9'b000111110: data_out <= 7'd0;
					9'b000111111: data_out <= 7'd0;
					9'b001000000: data_out <= 7'd0;
					9'b001000001: data_out <= 7'd0;
					9'b001000010: data_out <= 7'd0;
					9'b001000011: data_out <= 7'd0;
					9'b001000100: data_out <= 7'd0;
					9'b001000101: data_out <= 7'd0;
					9'b001000110: data_out <= 7'd0;
					9'b001000111: data_out <= 7'd0;
					9'b001001000: data_out <= 7'd0;
					9'b001001001: data_out <= 7'd0;
					9'b001001010: data_out <= 7'd0;
					9'b001001011: data_out <= 7'd0;
					9'b001001100: data_out <= 7'd0;
					9'b001001101: data_out <= 7'd0;
					9'b001001110: data_out <= 7'd0;
					9'b001001111: data_out <= 7'd0;
					9'b001010000: data_out <= 7'd0;
					9'b001010001: data_out <= 7'd47;
					9'b001010010: data_out <= 7'd40;
					9'b001010011: data_out <= 7'd0;
					9'b001010100: data_out <= 7'd0;
					9'b001010101: data_out <= 7'd0;
					9'b001010110: data_out <= 7'd0;
					9'b001010111: data_out <= 7'd1;
					9'b001011000: data_out <= 7'd3;
					9'b001011001: data_out <= 7'd1;
					9'b001011010: data_out <= 7'd3;
					9'b001011011: data_out <= 7'd5;
					9'b001011100: data_out <= 7'd3;
					9'b001011101: data_out <= 7'd5;
					9'b001011110: data_out <= 7'd9;
					9'b001011111: data_out <= 7'd3;
					9'b001100000: data_out <= 7'd0;
					9'b001100001: data_out <= 7'd0;
					9'b001100010: data_out <= 7'd18;
					9'b001100011: data_out <= 7'd38;
					9'b001100100: data_out <= 7'd0;
					9'b001100101: data_out <= 7'd0;
					9'b001100110: data_out <= 7'd0;
					9'b001100111: data_out <= 7'd38;
					9'b001101000: data_out <= 7'd0;
					9'b001101001: data_out <= 7'd0;
					9'b001101010: data_out <= 7'd18;
					9'b001101011: data_out <= 7'd0;
					9'b001101100: data_out <= 7'd0;
					9'b001101101: data_out <= 7'd0;
					9'b001101110: data_out <= 7'd18;
					9'b001101111: data_out <= 7'd0;
					9'b001110000: data_out <= 7'd0;
					9'b001110001: data_out <= 7'd0;
					9'b001110010: data_out <= 7'd18;
					9'b001110011: data_out <= 7'd0;
					9'b001110100: data_out <= 7'd0;
					9'b001110101: data_out <= 7'd0;
					9'b001110110: data_out <= 7'd47;
					9'b001110111: data_out <= 7'd0;
					9'b001111000: data_out <= 7'd0;
					9'b001111001: data_out <= 7'd0;
					9'b001111010: data_out <= 7'd0;
					9'b001111011: data_out <= 7'd0;
					9'b001111100: data_out <= 7'd0;
					9'b001111101: data_out <= 7'd0;
					9'b001111110: data_out <= 7'd0;
					9'b001111111: data_out <= 7'd0;
					9'b010000000: data_out <= 7'd0;
					9'b010000001: data_out <= 7'd0;
					9'b010000010: data_out <= 7'd0;
					9'b010000011: data_out <= 7'd0;
					9'b010000100: data_out <= 7'd0;
					9'b010000101: data_out <= 7'd0;
					9'b010000110: data_out <= 7'd0;
					9'b010000111: data_out <= 7'd0;
					9'b010001000: data_out <= 7'd0;
					9'b010001001: data_out <= 7'd0;
					9'b010001010: data_out <= 7'd0;
					9'b010001011: data_out <= 7'd47;
					9'b010001100: data_out <= 7'd1;
					9'b010001101: data_out <= 7'd47;
					9'b010001110: data_out <= 7'd40;
					9'b010001111: data_out <= 7'd40;
					9'b010010000: data_out <= 7'd57;
					9'b010010001: data_out <= 7'd0;
					9'b010010010: data_out <= 7'd0;
					9'b010010011: data_out <= 7'd0;
					9'b010010100: data_out <= 7'd0;
					9'b010010101: data_out <= 7'd18;
					9'b010010110: data_out <= 7'd18;
					9'b010010111: data_out <= 7'd38;
					9'b010011000: data_out <= 7'd38;
					9'b010011001: data_out <= 7'd0;
					9'b010011010: data_out <= 7'd0;
					9'b010011011: data_out <= 7'd0;
					9'b010011100: data_out <= 7'd0;
					9'b010011101: data_out <= 7'd0;
					9'b010011110: data_out <= 7'd0;
					9'b010011111: data_out <= 7'd0;
					9'b010100000: data_out <= 7'd0;
					9'b010100001: data_out <= 7'd0;
					9'b010100010: data_out <= 7'd0;
					9'b010100011: data_out <= 7'd0;
					9'b010100100: data_out <= 7'd0;
					9'b010100101: data_out <= 7'd0;
					9'b010100110: data_out <= 7'd0;
					9'b010100111: data_out <= 7'd0;
					9'b010101000: data_out <= 7'd0;
					9'b010101001: data_out <= 7'd0;
					9'b010101010: data_out <= 7'd0;
					9'b010101011: data_out <= 7'd0;
					9'b010101100: data_out <= 7'd0;
					9'b010101101: data_out <= 7'd0;
					9'b010101110: data_out <= 7'd0;
					9'b010101111: data_out <= 7'd0;
					9'b010110000: data_out <= 7'd0;
					9'b010110001: data_out <= 7'd0;
					9'b010110010: data_out <= 7'd0;
					9'b010110011: data_out <= 7'd0;
					9'b010110100: data_out <= 7'd0;
					9'b010110101: data_out <= 7'd0;
					9'b010110110: data_out <= 7'd0;
					9'b010110111: data_out <= 7'd0;
					9'b010111000: data_out <= 7'd0;
					9'b010111001: data_out <= 7'd0;
					9'b010111010: data_out <= 7'd0;
					9'b010111011: data_out <= 7'd0;
					9'b010111100: data_out <= 7'd0;
					9'b010111101: data_out <= 7'd0;
					9'b010111110: data_out <= 7'd0;
					9'b010111111: data_out <= 7'd0;
					9'b011000000: data_out <= 7'd0;
					9'b011000001: data_out <= 7'd0;
					9'b011000010: data_out <= 7'd0;
					9'b011000011: data_out <= 7'd0;
					9'b011000100: data_out <= 7'd0;
					9'b011000101: data_out <= 7'd0;
					9'b011000110: data_out <= 7'd0;
					9'b011000111: data_out <= 7'd0;
					9'b011001000: data_out <= 7'd0;
					9'b011001001: data_out <= 7'd0;
					9'b011001010: data_out <= 7'd0;
					9'b011001011: data_out <= 7'd0;
					9'b011001100: data_out <= 7'd0;
					9'b011001101: data_out <= 7'd0;
					9'b011001110: data_out <= 7'd0;
					9'b011001111: data_out <= 7'd0;
					9'b011010000: data_out <= 7'd0;
					9'b011010001: data_out <= 7'd0;
					9'b011010010: data_out <= 7'd0;
					9'b011010011: data_out <= 7'd0;
					9'b011010100: data_out <= 7'd0;
					9'b011010101: data_out <= 7'd0;
					9'b011010110: data_out <= 7'd0;
					9'b011010111: data_out <= 7'd0;
					9'b011011000: data_out <= 7'd0;
					9'b011011001: data_out <= 7'd0;
					9'b011011010: data_out <= 7'd0;
					9'b011011011: data_out <= 7'd0;
					9'b011011100: data_out <= 7'd0;
					9'b011011101: data_out <= 7'd0;
					9'b011011110: data_out <= 7'd0;
					9'b011011111: data_out <= 7'd0;
					9'b011100000: data_out <= 7'd0;
					9'b011100001: data_out <= 7'd0;
					9'b011100010: data_out <= 7'd0;
					9'b011100011: data_out <= 7'd0;
					9'b011100100: data_out <= 7'd0;
					9'b011100101: data_out <= 7'd0;
					9'b011100110: data_out <= 7'd0;
					9'b011100111: data_out <= 7'd0;
					9'b011101000: data_out <= 7'd0;
					9'b011101001: data_out <= 7'd0;
					9'b011101010: data_out <= 7'd0;
					9'b011101011: data_out <= 7'd0;
					9'b011101100: data_out <= 7'd0;
					9'b011101101: data_out <= 7'd0;
					9'b011101110: data_out <= 7'd0;
					9'b011101111: data_out <= 7'd0;
					9'b011110000: data_out <= 7'd0;
					9'b011110001: data_out <= 7'd0;
					9'b011110010: data_out <= 7'd0;
					9'b011110011: data_out <= 7'd0;
					9'b011110100: data_out <= 7'd0;
					9'b011110101: data_out <= 7'd0;
					9'b011110110: data_out <= 7'd0;
					9'b011110111: data_out <= 7'd0;
					9'b011111000: data_out <= 7'd0;
					9'b011111001: data_out <= 7'd0;
					9'b011111010: data_out <= 7'd0;
					9'b011111011: data_out <= 7'd0;
					9'b011111100: data_out <= 7'd0;
					9'b011111101: data_out <= 7'd0;
					9'b011111110: data_out <= 7'd0;
					9'b011111111: data_out <= 7'd0;
					9'b100000000: data_out <= 7'd2;
					9'b100000001: data_out <= 7'd2;
					9'b100000010: data_out <= 7'd4;
					9'b100000011: data_out <= 7'd4;
					9'b100000100: data_out <= 7'd2;
					9'b100000101: data_out <= 7'd2;
					9'b100000110: data_out <= 7'd6;
					9'b100000111: data_out <= 7'd7;
					9'b100001000: data_out <= 7'd8;
					9'b100001001: data_out <= 7'd4;
					9'b100001010: data_out <= 7'd4;
					9'b100001011: data_out <= 7'd10;
					9'b100001100: data_out <= 7'd12;
					9'b100001101: data_out <= 7'd16;
					9'b100001110: data_out <= 7'd19;
					9'b100001111: data_out <= 7'd20;
					9'b100010000: data_out <= 7'd21;
					9'b100010001: data_out <= 7'd12;
					9'b100010010: data_out <= 7'd22;
					9'b100010011: data_out <= 7'd23;
					9'b100010100: data_out <= 7'd24;
					9'b100010101: data_out <= 7'd25;
					9'b100010110: data_out <= 7'd30;
					9'b100010111: data_out <= 7'd31;
					9'b100011000: data_out <= 7'd32;
					9'b100011001: data_out <= 7'd33;
					9'b100011010: data_out <= 7'd34;
					9'b100011011: data_out <= 7'd35;
					9'b100011100: data_out <= 7'd36;
					9'b100011101: data_out <= 7'd37;
					9'b100011110: data_out <= 7'd39;
					9'b100011111: data_out <= 7'd41;
					9'b100100000: data_out <= 7'd42;
					9'b100100001: data_out <= 7'd43;
					9'b100100010: data_out <= 7'd44;
					9'b100100011: data_out <= 7'd45;
					9'b100100100: data_out <= 7'd46;
					9'b100100101: data_out <= 7'd48;
					9'b100100110: data_out <= 7'd49;
					9'b100100111: data_out <= 7'd50;
					9'b100101000: data_out <= 7'd51;
					9'b100101001: data_out <= 7'd52;
					9'b100101010: data_out <= 7'd53;
					9'b100101011: data_out <= 7'd54;
					9'b100101100: data_out <= 7'd55;
					9'b100101101: data_out <= 7'd56;
					9'b100101110: data_out <= 7'd43;
					9'b100101111: data_out <= 7'd44;
					9'b100110000: data_out <= 7'd45;
					9'b100110001: data_out <= 7'd58;
					9'b100110010: data_out <= 7'd59;
					9'b100110011: data_out <= 7'd60;
					9'b100110100: data_out <= 7'd61;
					9'b100110101: data_out <= 7'd62;
					9'b100110110: data_out <= 7'd3;
					9'b100110111: data_out <= 7'd61;
					9'b100111000: data_out <= 7'd62;
					9'b100111001: data_out <= 7'd63;
					9'b100111010: data_out <= 7'd64;
					9'b100111011: data_out <= 7'd62;
					9'b100111100: data_out <= 7'd65;
					9'b100111101: data_out <= 7'd3;
					9'b100111110: data_out <= 7'd64;
					9'b100111111: data_out <= 7'd62;
					9'b101000000: data_out <= 7'd66;
                    default: data_out = -1;
                endcase
            end
    endmodule
==> flow_results.org <==
* Implementation run

** Critical path
- STA classifies the critical path startpoint as an input pin.
- In this run the worst path has a maximum fanout of 16.
- The largest individual stage delay along the critical path comes from the cell sky130_fd_sc_hd__clkdlybuf4s50_1.
- The most critical setup path has its startpoint at i[0].
- Worst Path Class, Setup :: in -> out
- Worst Path Arrival :: 6.33 ns
- The signal on the critical path passes through clkdlybuf4s50_1, inv_1, ha_1, nand2_1, a211oi_1, a311oi_1, a211o_1, a32oi_2, inv_2, buf_4, nand2_1, o21ai_0, a2111oi_0, o22ai_1, clkdlybuf4s50_1.
- CP max stage delay :: 0.72 ns
- Worst EP required :: 6.72 ns
- Critical path destination :: arm_inst[24]
- Count of buffering cells on the critical path with inverters included :: 5
- Counting buffers and inverters, the worst setup path is 15 cells deep.
- Crit-path leading delay family :: buffers and inverters
- STA classifies the critical path endpoint as a primary output.

** STA
- Worst-Margin Slew :: 0.911 ns
- Worst-case hold slack :: 4.97 ns
- Final tally of max-slew violations :: 0
- Part of the cycle the worst path needs :: 95.3%
- Shortest period the worst path allows :: 8.01 ns
- The slew check shows that the tightest pin keeps a relative margin of 39.3%.
- Endpoints failing hold :: 0
- RSZ-0062 raised after global routing :: false
- After routing, the total negative slack on setup checks comes to 0 ns.
- Based on the critical path, the design can be clocked at up to roughly 0.12 GHz.
- Setup slack on the critical path of the routed design comes to 0.394 ns.
- In the final report, the number of endpoints failing setup comes to 0.

** Yosys
- Netlist area before placement :: 3270 um2
- Post-synthesis instance total :: 521
- Dividing the synthesized area by the synthesized cell count gives 6.28 um2.
- For this run, the number of Yosys warnings is 2.
- Yosys stat counts 521 cells in the synthesized netlist.
- Sequential-to-total area share from yosys stat :: 0%
- Distinct cell type count after synthesis :: 81
- Chip area in the Yosys report :: 3270 um2

** Worst hold path
- According to the hold report, the worst path is of the in -> out type.
- Counting instances, the worst hold path has a depth of 5.

** Pwr
- Cell Pwr Density :: 82.2 nW/um2
- Highest ir drop seen on vdd :: 0.0372 mV
- Per the OpenROAD power report, leakage power amounts to 1.29 nW.
- Final total power :: 305 uW

** Flow run
- Max-cap violations :: 0
- The logs give a warning total of 45.

** Die
- Die Ht :: just over 90 um
- Floorplan utilization :: approximately two fifths
- Placeable core region :: 7810 um2
- Die x size :: 92.4 um
- just over 40 I/O pins were placed.
- Area enclosed by the die boundary :: 8550 um2
- In this run the core area contains 32 standard-cell rows.

** Status
- The run finished with clean final reports.

** Clock tree
- Post-CTS repair ended up resizing 0 cells.
- Once the clock tree was built, the setup fixing pass inserted 0 buffers.
- Hold repair after CTS inserted 0 buffers.

** Global route
- Fraction of met3 tracks used by global routing :: 8.19%
- Maximum number of pins on one net before global-route repair :: ~44
- The number of antenna violations at the first check in global routing is 0.
- Met1 usage in global routing :: 46.3%
- The first global-routing pass estimated ~21000 um of wire.
- The number of global-route vias before repair is 4007.
- In this run the most used layer during global routing was met1.
- Recorded from the global router log, the overflow total was 0.
- Global routing used between 30 and 40% of the available tracks.
- Global routing consumed, on the met2 layer, 43.1% of the routing resources.

** Final layout
- In the layout the commonest cells are sky130_fd_sc_hd__nand2_1, sky130_fd_sc_hd__nor2_1, sky130_fd_sc_hd__clkdlybuf4s50_1.
- Relative to the synthesized area, the layout overhead comes to 13.6%.
- End-of-flow core utilization :: 47.6%
- Fraction of layout instances using a drive strength above 1 :: 9.98%
- FF+latch area :: 0 um2
- Clock buffers in the final layout number 0.
- Counting only logic cells after layout, the most numerous master is sky130_fd_sc_hd__nand2_1.
- Final sequential cell count :: 0

** Drt
- The routed layout has 4526 vias.
- Antenna diode instance count :: 0
- DR DRC count :: 0
- In this run, the number of DRC markers left after iteration 0 of detailed routing was 847.
- The routed design shows a via density per instance of between 7 and 8.
- Final antenna-violating net count :: 0
- Dividing the detail-routed wire length by the instance count gives ~21 um.
- The detailed router reported a total wirelength of 13400 um.
- Pre-Repair DR Iteration Count :: 8

** Placement
- At the placement stage, the worst setup path has a slack of 0.580 ns.
- Final estimated routing congestion in global placement :: between 1 and 1.5
- After legalization and detailed placement, the total HPWL measured 9370 um.
- Number of I/O port buffers :: 41
where the power goes:
group / switching (mW) / internal [mW] / leakage (nW) / total [mW]
Combinational: 0.183 / 0.122 / 1.29 / 0.305
Clock: 0 / 0 / 0 / 0
Sequential: 0 / 0 / 0 / 0
metrics by stage:
step	cell area [um2]	std cells
after floorplan	3270	521
after global placement	3720	633
after detailed placement	3720	633
after CTS	3720	633
after global routing	3720	633
final	3720	633
synthesized netlist by cell type, types with 15 or more instances:
master	count	area, um2
sky130_fd_sc_hd__nand3_1	22	110
sky130_fd_sc_hd__clkbuf_1	19	71.3
sky130_fd_sc_hd__nand2_1	53	199
sky130_fd_sc_hd__nor3_1	18	90.1
sky130_fd_sc_hd__o211ai_1	18	135
sky130_fd_sc_hd__nand2b_1	15	93.8
sky130_fd_sc_hd__o21ai_0	36	180
sky130_fd_sc_hd__a31oi_1	20	125
sky130_fd_sc_hd__a21oi_1	40	200
sky130_fd_sc_hd__nor2_1	49	184
sky130_fd_sc_hd__ha_1	17	213
sky130_fd_sc_hd__buf_2	18	90.1
cell families after synthesis:
| kind of cell | after synthesis | share of synthesized area (%) |
|---|---|---|
| AOI/OAI and AO/OA | 219 | 47.6 |
| xor gates and xnor gates | 3 | 0.803 |
| adders and majority gates | 17 | 6.50 |
| buffers and inverters | 69 | 11.1 |
| muxes | 5 | 1.64 |
| and+or+nand+nor | 208 | 32.3 |
per-layer routing:
metal	part of all wire, %	vias to the layer above
met3	17	74
met5	0	-
met2	39	457
li1	-	2030
met1	41	1965
met4	3.4	0
tightest hold or removal path, cell delays in order:
cell and delay (ns):
sky130_fd_sc_hd__clkdlybuf4s50_1 0.68, sky130_fd_sc_hd__o31ai_1 0.18, sky130_fd_sc_hd__buf_4 0.23, sky130_fd_sc_hd__a41oi_1 0.12, sky130_fd_sc_hd__clkdlybuf4s50_1 0.40
cell type report:
| cell class | count | area (um2) |
|---|---|---|
| timing repair buffer | 66 | 611 |
| inverter | 13 | 51.3 |
| fill | 783 | 4090 |
| multi-input combinational | 452 | 2930 |
| tap | 102 | 128 |
worst min path at each step:
stage                 start           end  slack (ns)
after CTS              i[8]  arm_inst[12]        4.95
after global routing   i[7]  arm_inst[25]        5.04
final                  i[8]  arm_inst[12]        4.97
No activity file was given, so power comes from the tool's default toggle rates.
