[./config.mk]
export PLATFORM = sky130hd
export DESIGN_NAME = read_count
export DESIGN_NICKNAME = read_count
export VERILOG_FILES = /design/flow/design.v
export SDC_FILE = /design/flow/constraint.sdc
export NUM_CORES = 4
export LEC_CHECK = 1
export CORE_AREA = 10 10 70 70
export DIE_AREA = 0 0 80 80
[./constraint.sdc]
current_design read_count

set clk_period 1.0
set clk_io_pct 0.2

create_clock -name clk0 -period $clk_period [get_ports {clk}]

set non_clock_inputs [all_inputs -no_clocks]
set_input_delay [expr $clk_period * $clk_io_pct] -clock clk0 $non_clock_inputs
set_output_delay [expr $clk_period * $clk_io_pct] -clock clk0 [all_outputs]
[./design.v]
module count_rom(output reg[5 - 1:0] count, input wire [7:0] opcode);
    always @(opcode) begin
        case (opcode)
            8'b00010000: count = 5'd1;
            8'b00010001: count = 5'd2;
            8'b00010010: count = 5'd1;
            8'b00010011: count = 5'd2;
            8'b00010100: count = 5'd2;
            8'b00010101: count = 5'd1;
            8'b00010110: count = 5'd1;
            8'b00010111: count = 5'd1;
            8'b00011000: count = 5'd1;
            8'b00011001: count = 5'd1;
            8'b00110110: count = 5'd1;
            8'b00110111: count = 5'd1;
            8'b00111000: count = 5'd1;
            8'b00111001: count = 5'd1;
            8'b00111010: count = 5'd1;
            8'b10000100: count = 5'd2;
            8'b10011001: count = 5'd2;
            8'b10011010: count = 5'd2;
            8'b10011011: count = 5'd2;
            8'b10011100: count = 5'd2;
            8'b10011101: count = 5'd2;
            8'b10011110: count = 5'd2;
            8'b10011111: count = 5'd2;
            8'b10100000: count = 5'd2;
            8'b10100001: count = 5'd2;
            8'b10100010: count = 5'd2;
            8'b10100011: count = 5'd2;
            8'b10100100: count = 5'd2;
            8'b10100101: count = 5'd2;
            8'b10100110: count = 5'd2;
            8'b10100111: count = 5'd2;
            8'b10101000: count = 5'd2;
            8'b10101001: count = 5'd1;
            8'b10101010: count = 5'd16;
            8'b10101011: count = 5'd8;
            8'b10110010: count = 5'd2;
            8'b10110011: count = 5'd2;
            8'b10110100: count = 5'd2;
            8'b10110101: count = 5'd2;
            8'b10110110: count = 5'd2;
            8'b10110111: count = 5'd2;
            8'b10111000: count = 5'd2;
            8'b10111001: count = 5'd4;
            8'b10111010: count = 5'd4;
            8'b10111011: count = 5'd2;
            8'b10111100: count = 5'd1;
            8'b10111101: count = 5'd2;
            8'b11000000: count = 5'd2;
            8'b11000001: count = 5'd2;
            8'b11000101: count = 5'd3;
            8'b11000110: count = 5'd2;
            8'b11000111: count = 5'd2;
            8'b11001000: count = 5'd4;
            8'b11001001: count = 5'd4;
            default: count = 5'd0;
        endcase
    end
endmodule
module read_count(
  output reg [5-1:0] count, input [7:0] iram_data,
  input [3 - 1: 0] state, input reset, input clk);
  wire [5-1:0] count_rom_count;
  count_rom c(.count(count_rom_count), .opcode(iram_data));
  always@(posedge clk or negedge reset) begin
    if (reset) begin
      if (state == 1) begin
        count <= count_rom_count;
      end
    end
    else
      count <= 0;
  end
endmodule
[./run.sh]
#!/bin/bash
# OpenROAD 26Q1-2900-gdf79404cd8, Yosys 0.63+post, stock flow scripts
make -C /OpenROAD-flow-scripts/flow DESIGN_CONFIG=/design/flow/config.mk WORK_HOME=/design/flow/orfs finish
==> impl_metrics.csv <==
group,metric,value,unit
place,dp.cells,149,
place,port-buffer-count,17,
global_route,grt_max_degree,12,
worst_setup_path,worstPathRequired,1.13,ns
sta,setup_ws,-0.1068,ns
clock_tree,clkLatencyLatePin,0.24,ns
clock_tree,cts_hold_buf,0,
pwr,power.density,695.6,mW/mm2
sta,relSlewSlack,0.7792,
final_layout,largest_reg_flops,5,
final_layout,top_regs,"count x5",
sta,hold_violations,0,
pwr,ir_worst_vdd,0.2805,mV
route,drc,0,
worst_setup_path,cpPeakStageDelay,0.32,ns
floorplanning,die_x,80,um
sta,min_period,1.107,ns
job,maxCapViolations,0,
synthesis,synth_seq_share,0.2119,
status,outcome,"finished, violations left",
synthesis,ys_sh_mux,0.01695,
synthesis,ys_cells,68,
floorplanning,initCoreUtil,0.1729,
final_layout,area_growth,99.58,%
sta,clock.fmax,0.9035,GHz
clock_tree,cts_made_buffers,3,
clock_tree,cts_buffer_depth,2,
worst_setup_path,crit_buf_inv,2,
route,drtIter0Drc,38,
synthesis,ys_sh_xor,0,
place,hpwl,1428,um
job,warning_count,34,
synthesis,ys.flops,5,
worst_setup_path,worstSetupPathType,"in -> reg",
floorplanning,core-area,0.003416,mm2
status,violations,"negative setup slack",
route,vias_per_cell,4.383,
place,gp_congestion,0.8595,
worst_setup_path,cpMaxStageDelayCell,"a311oi_4",
clock_tree,cts_tree,"yes",
floorplanning,die_h,80,um
final_layout,area.sequential,125.1,um2
global_route,grt_pass1_wl,3353,um
final_layout,fin_util,0.3451,
synthesis,yosys_area,590.6,um2
route,num_antenna_cells,0,
final_layout,drive_gt1_frac,0.5948,
sta,fin_worst_skew,0,ns
worst_setup_path,cp_max_fo,4,
global_route,grt-ovfl-total,0,
sta,setup_viol,5,
final_layout,fin_area,0.001179,mm2
synthesis,synth_cell_types,33,
sta,hold_ws,0.1837,ns
final_layout,comb_area,543.0,um2
synthesis,aoi_share,0.2606,
route,antenna_left,0,
sta,grt_setup_unrepaired,"yes",
clock_tree,cts_num_sinks,5,
synthesis,topCombFamilyByArea,"simple AND/OR/NAND/NOR gates",
floorplanning,num_rows,21,
worst_hold_path,hold_class,"in -> async",
worst_setup_path,crit_family,"AND-OR/OR-AND gates",
route,num_vias,710,
final_layout,regMostFlops,"count",
worst_setup_path,startpoint_type,"input port",
sta,min_period_over_period,1.107,
synthesis,synth_warnings,2,
global_route,grtUsageTotal,0.06270,
synthesis,netlist_area,590.6,um2
synthesis,simple_gate_share,0.2669,
clock_tree,htree_levels,1,
synthesis,ys_sh_adder,0.1483,
route,wl,2033,um
place,dp_slack,-0.8033,ns
worst_setup_path,end_kind,"flop",
final_layout,fin_cells,162,
worst_setup_path,worstPathArrival,1.23,ns
clock_tree,path_clk_slew,0.04,ns
final_layout,fillerInstances,330,
worst_setup_path,path_cells,"buf_8 -> buf_6 -> nand2b_4 -> a311oi_4 -> a2111oi_4 -> a211o_1",
route,drtPass1Iterations,4,
sta,drv_slew,0,
place,placed_area,949.7,um2
floorplanning,ioPinCount,18,
global_route,antenna_found_initial,0,
floorplanning,chip_area,0.006400,mm2
synthesis,synthCells,68,
sta,tightestPinTransition,0.3298,ns
synthesis,synthesis.area_per_instance,8.685,um2
global_route,grt_pass1_vias,752,
clock_tree,cts_root_buf,"clkbuf_4",
pwr,p_leak,0.0005334,uW
route,routedWlPerCell,12.55,um
[worst register-to-register path, delay by kind of cell (launching register included)]
kind	cells	cell delay (ns)
AND-OR/OR-AND	1	0.24
buffers and inverters	1	0.13
flip-flops	1	0.37
[final timing paths]
| path | startpoint | endpoint | slack, ns | depth (start not counted) |
|---|---|---|---|---|
| setup / recovery | iram_data[1] | count[0] | -0.11 | 6 |
| hold / removal | reset | count[3] | 0.18 | 1 |
| max in group asynchronous | reset | count[1] | 0.62 | 1 |
| setup reg to reg | count[0] | count[0] | 0.14 | 2 |
| hold reg to reg | count[2] | count[2] | 0.58 | 3 |
| min in group clk0 | state[2] | count[1] | 0.39 | 4 |
[synth_stat cells, drive strengths merged]
master	number	area [um2]
buf	4	33.78
a32oi	1	8.760
o22ai	1	6.260
a2111oi	1	8.760
a211o	1	8.760
nand2b	4	25.02
a22oi	2	15.01
o211ai	1	7.510
a41oi	1	8.760
or3b	2	17.52
nand4b	1	8.760
or2	1	8.760
ha	7	87.58
a22o	2	17.52
o21ai	2	10.01
nand2	4	15.01
a21boi	1	7.510
dfrtp	5	125.1
inv	6	22.52
nor4	1	21.27
nor3	4	20.02
o21a	1	7.510
mux2i	1	10.01
nor2	4	15.01
a31oi	1	6.260
a311oi	1	8.760
a211oi	1	7.510
nor2b	3	18.77
o31ai	2	15.01
nand3b	1	7.510
o32a	1	10.01
[per-stage QoR]
step,total power (uW),TNS [ns]
after floorplan,327.0,-1.590
after global placement,494.6,-3.710
after detailed placement,495.4,-3.716
after CTS,814.1,-0.3833
after global routing,877.7,-0.6106
final,819.9,-0.4268
[cell families after synthesis]
| logic type | after synthesis |
|---|---|
| simple gates | 25 |
| compound gates | 20 |
| buf+inv | 10 |
| fa+ha+maj | 7 |
| flops | 5 |
| mux | 1 |
[power breakdown]
part / switching (uW) / total [uW] / internal [uW] / leakage (uW)
registers: 5.08 / 219 / 214 / 0.0000688
clock network: 86.2 / 237 / 151 / 0.0000150
logic: 160 / 364 / 204 / 0.000450
total: 251 / 820 / 568 / 0.000533
[final cells by class]
class,count,share of cell area
flip-flops and latches,5,0.1062
well taps,46,0.04883
repair buffers,48,0.3408
inverters,6,0.02123
clock buffers,4,0.02229
multi-input cells,53,0.4607
[what timing repair did]
item	4_1_cts	5_1_grt
hold endpoints to repair	0	0
pin swaps	17	5
gates resized	89	9
buffers inserted	8	0
gates cloned	1	0
setup endpoints to repair	10	6
[placed cells by master (no fill, tap or decap), types with 2 or more instances in the layout]
master,n
buf_4,18
dlygate4sd2_1,2
o31ai_1,2
clkbuf_4,3
nor2_1,4
nand2b_1,2
nand2_1,3
a22o_1,2
buf_2,8
dfrtp_1,5
nor3_1,2
nor2b_1,3
clkbuf_2,3
nor3_2,2
inv_1,4
nand2b_4,2
ha_4,3
buf_6,15
ha_1,3
o21ai_1,2
or3b_4,2
[layer usage]
layer | global-route usage | vias to the layer above | part of all wire
met5 | 0 | - | 0
met1 | 0.08110 | 342 | 0.45
li1 | - | 347 | -
met2 | 0.1035 | 19 | 0.50
met3 | 0.01705 | 2 | 0.043
met4 | 0.008803 | 0 | 0.0093
No activity file was given, so power comes from the tool's default toggle rates.
