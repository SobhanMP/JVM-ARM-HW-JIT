<file path="run.sh">
#!/bin/bash
# OpenROAD 26Q1-2900-gdf79404cd8, Yosys 0.63+post, stock flow scripts
make -C /OpenROAD-flow-scripts/flow DESIGN_CONFIG=/design/flow/config.mk WORK_HOME=/design/flow/orfs finish
</file>
<file path="config.mk">
export PLATFORM = sky130hd
export DESIGN_NAME = write
export DESIGN_NICKNAME = write
export VERILOG_FILES = /design/flow/design.v
export SDC_FILE = /design/flow/constraint.sdc
export NUM_CORES = 4
export LEC_CHECK = 1
export CORE_AREA = 10 10 70 70
export DIE_AREA = 0 0 80 80
</file>
<file path="constraint.sdc">
current_design write

set clk_period 2.3
set clk_io_pct 0.2

create_clock -name clk0 -period $clk_period [get_ports {clk}]

set non_clock_inputs [all_inputs -no_clocks]
set_input_delay [expr $clk_period * $clk_io_pct] -clock clk0 $non_clock_inputs
set_output_delay [expr $clk_period * $clk_io_pct] -clock clk0 [all_outputs]
</file>
<file path="design.v">
module memory_w #(
	parameter SIZE = 256,
	parameter ADDRESS_WIDTH = 8,
	parameter write_size = 32)
	(
		output wire ready,
		input wire clk,
		input wire reset,
		input wire [ADDRESS_WIDTH - 1:0] address,
		input wire [write_size-1:0] data_in,
		input wire start
	);
	reg [7:0] array[SIZE -1:0];
	reg state;
	reg [7:0] ad_t;
	reg [31:0] data_t;
	reg [1:0] counter;
	assign ready=~state;
	integer i;
	always @(posedge clk or negedge reset)
		begin
		if(reset == 0) begin
			for(i=0; i < SIZE - 1; i = i+1) begin
				array[i] <= 8'b0000_0000;
			end
			state <= 0;
		end
		else if(start & ~state) begin
			ad_t <= address[7:0];
			counter <= address[1:0];
			state <= 1;
			data_t <= data_in;
		end
		else if(|counter && state)
			counter <= counter-1;
		else	if(state) begin
			array[(ad_t+0)%SIZE] <= data_t[7:0];
			array[(ad_t+1)%SIZE] <= data_t[15:8];
			array[(ad_t+2)%SIZE] <= data_t[23:16];
			array[(ad_t+3)%SIZE] <= data_t[31:24];
			state <= 0;
			end
	end
endmodule
module write
    (
        output wire ready,
        input wire [31:0] data,
        input wire reset,
        input wire start,
        input wire clk
    );
    parameter queue_size = 8;
    parameter queue_len = 4;
    reg [8 - 1:0] adr;
    memory_w #(.SIZE(256), .ADDRESS_WIDTH(8), .write_size(32))
      mem
      (
          .data_in(data),
          .ready(ready),
          .clk(clk),
          .reset(reset),
          .address(adr),
          .start(start)
      );
    always @(posedge clk or negedge reset) begin
    if (!reset) begin
        adr <= 0;
    end
    else if(start) begin
      adr <= adr + 1;
      end
    end
endmodule
</file>
==> impl.org <==
#+TITLE: Implementation results

** Synthesis
- Number of standard cells after synthesis :: 19
- The number of cells reported by Yosys stat comes to 19.
- Number of enable flip-flop cells :: 2
- Post-synth top cells :: dfrtp_1, inv_1, edfxtp_1, nand2_1
- Yosys synthesis warning count :: 3
- Post-synth seq share :: 56.5%
- The cell area that synthesis handed to floorplanning was 239 um^2.
- For reference, the top cells by area after synthesis are dfrtp_1, edfxtp_1, mux2_4.
- The commonest register cell is dfrtp_1.
- In this run, distinct cell masters in the synthesized netlist total 13.
- Most area-hungry cell type in the Yosys netlist :: dfrtp_1
- After synthesis, the mean cell area works out to 12.6 um^2.
- Counting flops with an async set or reset pin after synthesis yields a share of 60.0%.
- Flops out of synthesis :: 5
- Top-area cell type share of the netlist area :: 31.4%
- Chip area in the Yosys report :: 239 um^2

** Timing
- Maximum clock skew at final layout :: 4.70 ps
- RSZ-0062 raised after global routing :: false
- Setup violations, final :: 0
- For reference, the final report shows the max-slew violation count at 0.
- Setup tns final :: 0 ps
- Tmin final :: 1650 ps
- Checking max transition, the worst relative margin is 81.1%.
- For the pin with the worst max-slew slack, the measured transition is 281 ps.
- Derived from the worst setup path, the maximum achievable clock frequency is 0.608 GHz.
- Final-report hold violation count :: 0
- Final period utilization :: 71.6%

** GRT
- Maximum number of pins on one net before global-route repair :: 5
- GRT Resource Usage Total :: 1.44%
- The initial antenna violation count was 0.
- The first global-routing pass estimated 731 um of wire.
- Via count of the first global-routing pass :: 173
- The total overflow left after global routing is 0.

** Die
- Top-level port count :: 36
- The floorplan step defined a core boundary enclosing 3420 um^2.
- Standard-cell row count :: 21
- DIE HEIGHT :: 80 um
- Horizontal die dimension :: 80 um
- Die Footprint :: 6400 um^2
- The initial utilization of the core area, before any placement, comes to 7.00%.

** Routing
- Number of antenna cells inserted :: 0
- Average detailed-routed wire length per instance :: 5.44 um
- Nets still carrying antenna violations after routing amount to 0.
- Per the log, the first TritonRoute iteration ended with a DRC count of 2.
- Total DRC errors in the routed layout :: 0
- Per the detail_route report, vias per standard cell equal 2.04.
- Iteration count of the initial detailed-routing pass :: 2
- Total number of vias :: 147
- Total wirelength of the detailed-routed design :: 392 um

** Placed design
- Final HPWL DP :: 318 um
- Gpl congestion :: 0.711
- As logged by OpenROAD, the buffers inserted on ports number 3.

** Critical path
- Worst-path cell chain :: inv_1, clkdlybuf4s50_1
- Maximum fanout encountered on the critical timing path :: 4
- The timing report gives the biggest stage delay along the critical path as 460 ps.
- Worst Path Arrival :: 1190 ps
- Setup crit start kind :: register
- The critical path's slowest stage uses the library cell clkdlybuf4s50_1.
- Kind of capture point of the worst setup path :: primary output
- The required time at the worst endpoint is listed as 1840 ps.
- For reference, the most critical setup path is categorized as register to primary output.

** Clock network
- CTS Root Cell :: clkbuf_4
- Counting the buffers created by CTS gives 3.
- Clock edge transition at the registers on the reported setup and hold paths :: 40 ps
- Sink count of the clock tree :: 5
- H-tree level count :: 1
- TritonCTS clock tree :: done
- Looking at the post-CTS report, the setup buffer insertion count equals 0.
- Buffers inserted to repair hold after CTS numbered 0.
- As reported, the later end of the worst-skew pair has a clock insertion delay of 240 ps.
- Post-CTS repair ended up resizing 0 cells.
- Per the CTS log, the buffer count on the longest clock path is 2.

** Layout
- For this run, the share of the core covered by cells in the final layout is 10.3%.
- From synthesis to final layout, the design area changed by 47.6%.
- Of the cells placed in the final design, the portion with a size suffix greater than 1 is 19.2%.

** Flow run
- OpenROAD emitted warnings numbering 57.
- The number of maximum-capacitance violations recorded for the run is 0.

** Power and ir drop
- For this design the ratio of total power to cell area is 1110 nW/um^2.
- Leakage dissipation :: 0.000143 uW
- VDD sags by at most 565 uV.

** Run status
- Outcome :: finished, final reports clean

** Min path
- In this run the worst hold path is classified as input pin to asynchronous set/reset pin.
[flip-flops by register name, indices dropped and copies added, names as in the netlist]
register     flops
mem.state        1
adr              2
mem.counter      2
[metal layers]
metal	up-vias	track usage (%)	routed length, um
met5	-	0	0
met4	0	0.352	0
met3	0	1.48	57
met2	7	1.77	121
li1	76	-	-
met1	64	1.68	212
[worst max-delay path, delay by kind of cell, from the launching register on]
family	cells	cell delay, ps
buffers and inverters	2	530
flip-flops	1	410
[path summary, 6_finish.rpt]
path | startpoint | end | depth (start not counted) | slack, ps
setup / recovery | mem.state | ready | 2 | 650
hold / removal | reset | mem.state | 1 | 410
setup reg to reg | mem.counter[0] | mem.counter[1] | 4 | 990
hold reg to reg | adr[1] | adr[1] | 1 | 480
max in group asynchronous | reset | adr[0] | 1 | 1740
min in group clk0 | adr[1] | adr[1] | 1 | 480
[power breakdown]
group          total (uW)  internal (uW)  switching (uW)
clock                99.4           65.5            33.9
combinational         121           74.3            47.1
sequential            171            142            29.1
[final cells by class]
cell class,count,area (um^2)
Fill cell,404,3060
Inverter,3,11.3
Clock buffer,4,26.3
Multi-Input combinational cell,11,92.6
Sequential cell,5,135
Timing Repair Buffer,3,30.0
Tap cell,46,57.6
[metrics by stage]
step | cell area (um^2) | hold slack, ps | instances | setup WS, ps | power (uW)
floorplan | 239 | 164 | 19 | 1070 | 248
global placement | 327 | 460 | 68 | 615 | 285
detailed placement | 327 | 473 | 68 | 584 | 296
CTS | 353 | 407 | 72 | 628 | 399
global route | 353 | 401 | 72 | 568 | 430
finish | 353 | 406 | 72 | 654 | 392
[cells by family after synthesis]
logic type,Yosys count,synth area share [%]
flops,5,56.5
fa+ha+maj,1,5.23
mux,1,6.28
compound gates,2,5.23
simple gates,5,14.7
buf+inv,3,4.71
xor+xnor,2,7.33
[cell usage in the layout, fill, tap and decap left out]
master and count:
edfxtp_1 2, nor3b_1 1, xnor2_1 1, mux2_4 1
dfrtp_1 3, a21boi_0 1, clkbuf_1 1, clkdlybuf4s50_1 3
nand2_1 2, nand2b_4 1, inv_1 3, a21oi_1 1
nand2b_1 1, xor2_1 1, clkbuf_4 3, ha_1 1
Power is estimated from default activity; no workload was simulated.
